### flow/run.sh
#!/bin/bash
# OpenROAD 26Q1-2900-gdf79404cd8, Yosys 0.63+post, stock flow scripts
make -C /OpenROAD-flow-scripts/flow DESIGN_CONFIG=/design/flow/config.mk WORK_HOME=/design/flow/orfs finish
### flow/config.mk
export PLATFORM = sky130hd
export DESIGN_NAME = seg7display
export DESIGN_NICKNAME = seg7display
export VERILOG_FILES = /design/flow/design.v
export SDC_FILE = /design/flow/constraint.sdc
export NUM_CORES = 4
export LEC_CHECK = 1
export CORE_UTILIZATION = 30
### flow/constraint.sdc
current_design seg7display

set clk_period 2.6
set clk_io_pct 0.2

create_clock -name clk0 -period $clk_period [get_ports {clk}]

set non_clock_inputs [all_inputs -no_clocks]
set_input_delay [expr $clk_period * $clk_io_pct] -clock clk0 $non_clock_inputs
set_output_delay [expr $clk_period * $clk_io_pct] -clock clk0 [all_outputs]
### flow/design.v
`timescale 1ns / 1ps
module seg7display#(parameter MODULES=1)
(
    input wire [15:0] x_l,
    input wire [15:0] x_h=0,
    input wire clk,
    input wire reset,
    output reg [6:0] a_to_g,
    output wire [3:0] an_l,
    output wire [3:0] an_h,
    output wire dp 
);
wire [2:0] s;     
reg [3:0] digit;
wire [3:0] aen_l;
wire [3:0] aen_h;
wire [7:0] aen;
reg [7:0] an;
reg [20:0] clkdiv;
assign dp = 1;
assign s = (MODULES==1) ? {1'b0,clkdiv[19:18]} : clkdiv[20:18];
assign aen_l = 4'b1111;  
assign aen_h = 4'b1111;  
assign aen = (MODULES==1) ? {4'b0000,aen_l} : {aen_h,aen_l};
assign {an_h,an_l}=an;
always @(posedge clk)
    case(s)
        0:digit = x_l[3:0];  
        1:digit = x_l[7:4];  
        2:digit = x_l[11:8];  
        3:digit = x_l[15:12];  
        4:digit = x_h[3:0];  
        5:digit = x_h[7:4];  
        6:digit = x_h[11:8];  
        7:digit = x_h[15:12];  
        default:digit = x_l[3:0];
    endcase
always @(*)
    case(digit)
        0:a_to_g = 7'b1000000;    
        1:a_to_g = 7'b1111001;    
        2:a_to_g = 7'b0100100;    
        3:a_to_g = 7'b0110000;    
        4:a_to_g = 7'b0011001;    
        5:a_to_g = 7'b0010010;    
        6:a_to_g = 7'b0000010;    
        7:a_to_g = 7'b1111000;    
        8:a_to_g = 7'b0000000;    
        9:a_to_g = 7'b0010000;    
        'hA:a_to_g = 7'b0001000;  
        'hB:a_to_g = 7'b0000011;  
        'hC:a_to_g = 7'b1000110;  
        'hD:a_to_g = 7'b0100001;  
        'hE:a_to_g = 7'b0000110;  
        'hF:a_to_g = 7'b0001110;  
        default: a_to_g = 7'b0000000;  
    endcase
always @(*)begin
    if(MODULES==1)
    begin
        an=8'b00001111;
        if(aen_l[s] == 1)
            an[s] = 0;
    end
    else
    begin
        an=8'b11111111;
        if(aen[s] == 1)
            an[s] = 0;
    end       
end
always @(posedge clk) begin
    if ( reset == 1)
        clkdiv <= 0;
    else
        clkdiv <= clkdiv+1;
end
endmodule
==> impl_metrics.yaml <==
# implementation run metrics
clocking:
  clk_pin_slew_ns: 0.09
  hold_buffers: 0
  cts_resized: 0
  cts_sinks: 27
  clockBufferDepth: 2
  clock_latency_ns: 0.27
  post_cts_buffers: 0
  numCtsBuffers: 3
  root_buffer: "clkbuf_8"
  cts_tree: "built"
  htreeDepth: 1
floorplanning:
  rows: 24
  die_area_um2: 5082
  fp-utilization_pct: 32.19
  core_um2: 4474
  dieHeight_um: 71.29
  dieWidth_um: 71.29
  ios: 50
yosys:
  aoi_share_pct: 7.472
  ys_cells: 153
  postSynthAreaPerCell_um2: 9.413
  ys_seq_share_pct: 37.53
  logic_family: "simple AND/OR/NAND/NOR gates"
  ys_async_sr_fraction_pct: 0
  syn_inst: 153
  edf_count: 0
  syn_area_um2: 1440
  yosysUniqueCellTypes: 37
  flop_cell: "dfxtp_1"
  yosysChipArea_um2: 1440
  xor_area_share_pct: 7.298
  ys_sh_mux_pct: 10.77
  simple_gate_area_share_pct: 23.46
  yosys_warnings: 1
  synth_flop_count: 27
  fa_ha_area_share_pct: 6.082
flow_run:
  log.warning_count: 46
  cap_violations: 0
power:
  peakVddDrop_mv: 0.3025
  leakagePower_nw: 0.6040
  p_per_area_nw_per_um2: 428.7
  fin_total_pwr_mw: 0.7585
sta:
  fin_crit_ns: 2.107
  setup_tns_ns: 0
  fin_ws_ns: 0.4931
  clock.fmax_mhz: 474.6
  period_used_pct: 81.03
  timing_hold_violations_final: 0
  rsz0062_at_grt: "false"
  finalMaxSlewViolations: 0
  final-setup-viol-count: 0
  tightest_slew_ns: 0.7354
  fin_worst_skew_ns: 0.001514
  slew_headroom_pct: 50.82
setup_path:
  crit_fanout: 11
  required_ns: 2.75
  rr_startpoint: "clkdiv[18]"
  cp-start-kind: "flip-flop"
  startpoint: "clkdiv[18]"
  arrival_ns: 2.26
  end_kind: "flip-flop"
  worstSetupPathType: "flip-flop to flip-flop"
placement:
  place.gp.congestion: 0.7914
  dp_hpwl_um: 1816
  placed_cells: 226
  place_area_um2: 1724
  pre_cts_slack_ns: 0.2268
  io_buffer_count: 28
global_route:
  grt_use_total_pct: 10.51
  grt_max_degree: 21
  grt.overflow.total: 0
  antenna_found_initial: 0
  grt_pass1_wl_um: 4312
  grt_pass1_vias: 1018
final_layout:
  fin_area_um2: 1769
  areaGrowthSynthToFinish_pct: 22.85
  n_fill_cell: 459
  fin_cells: 230
  drive_above_1_share_pct: 8.427
detailed_routing:
  vias_per_cell: 4.852
  first_iter_violations: 66
  diodes: 0
  vias: 1116
  routedWlPerCell_um: 10.94
  wirelength_um: 2516
  dr.pass1.iters: 23
  ant_nets: 0
  drc: 0
min_path:
  hp-class: "flip-flop to flip-flop"
  worstHoldStart: "clkdiv[16]"
status:
  status: "completed"
## cells in the mapped netlist (all sizes together), types with 4 or more instances
| master | n | area share [%] |
|---|---|---|
| o31ai | 4 | 2.1 |
| dfxtp | 27 | 38 |
| nor3 | 4 | 1.4 |
| mux4 | 5 | 7.8 |
| or4 | 4 | 2.1 |
| nand2 | 9 | 2.3 |
| nor2 | 14 | 3.6 |
| xnor2 | 9 | 5.5 |
| buf | 8 | 4.5 |
| nor4 | 4 | 1.7 |
| ha | 7 | 6.1 |
| nand4 | 4 | 1.7 |
| nand3 | 8 | 3.6 |
| o21ai | 4 | 1.4 |
| inv | 7 | 1.8 |
| a21oi | 7 | 2.4 |
## metal layers
layer  wire length, um  track usage, %  up-vias
li1                  -               -      581
met1              1252           14.29      501
met2              1053           17.67       34
met3               210           2.996        0
met4                 0          0.8889        0
met5                 0               0        -
## critical path, cell delays in order, from the launching register on
cell and delay (ns):
dfxtp_1 0.57, mux4_2 0.64, inv_1 0.16, ha_1 0.14, inv_1 0.04, mux4_2 0.43
## power by group
group | switching, mW | leakage (nW) | internal [mW]
logic | 0.0301 | 0.361 | 0.0603
registers | 0.00690 | 0.220 | 0.427
clock network | 0.124 | 0.0228 | 0.110
total | 0.161 | 0.604 | 0.597
## state kept, by name, summed over array words and instances, names as in the netlist
name / flops
clkdiv: 20
a_to_g: 7
## cell type report
cell class,instances,area [um2],area share [%]
timing repair buffer,28,280.3,15.84
inverter,7,26.28,1.485
tap,52,65.06,3.678
sequential,27,540.5,30.55
clock buffer,4,45.04,2.546
multi-input combinational,112,812.0,45.90
## worst paths after layout
kind,slack (ns),depth (start not counted),to
worst min-delay path,0.48,2,clkdiv[16]
worst max register to register,0.49,5,a_to_g[3]
worst max-delay path,0.49,5,a_to_g[3]
worst min register to register,0.48,2,clkdiv[16]
## cells by family after synthesis
| logic type | Yosys count |
|---|---|
| compound gates | 18 |
| xor+xnor | 12 |
| fa+ha+maj | 7 |
| buf+inv | 17 |
| flops | 27 |
| mux | 9 |
| other cells | 2 |
| simple gates | 61 |
## through the flow
step | utilization, % | hold slack, ns
2_1_floorplan | - | 0.4416
3_3_place_gp | 38.53 | 0.4643
4_1_cts | 39.54 | 0.4877
6_report | 39.54 | 0.4815
5_1_grt | 39.54 | 0.5235
3_5_place_dp | 38.53 | 0.4730
## placed cells by master, fill, tap and decap left out, types with 2 or more instances in the layout
cell	n
a21oi_1	7
nor3_1	4
nand2b_1	3
dfxtp_1	27
clkbuf_8	3
mux2_2	2
clkdlybuf4s50_1	28
or4_1	4
nor2_1	14
nor4_1	4
nand2_1	9
o22ai_1	2
and4_1	2
nand3_1	7
ha_1	7
inv_1	7
xnor2_1	9
xor2_1	3
mux4_2	5
conb_1	5
nand4_1	4
o21ai_0	4
mux2i_1	2
o31ai_1	4
No activity file was given, so power comes from the tool's default toggle rates.
