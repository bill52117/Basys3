--- /design/flow/config.mk ---
export PLATFORM = sky130hd
export DESIGN_NAME = uart
export DESIGN_NICKNAME = uart
export VERILOG_FILES = /design/flow/design.v
export SDC_FILE = /design/flow/constraint.sdc
export NUM_CORES = 4
export LEC_CHECK = 1
export CORE_UTILIZATION = 30
--- /design/flow/constraint.sdc ---
current_design uart

set clk_period 3.7
set clk_io_pct 0.2

create_clock -name clk0 -period $clk_period [get_ports {clk}]

set non_clock_inputs [all_inputs -no_clocks]
set_input_delay [expr $clk_period * $clk_io_pct] -clock clk0 $non_clock_inputs
set_output_delay [expr $clk_period * $clk_io_pct] -clock clk0 [all_outputs]
--- /design/flow/run.sh ---
#!/bin/bash
# OpenROAD 26Q1-2900-gdf79404cd8, Yosys 0.63+post, stock flow scripts
make -C /OpenROAD-flow-scripts/flow DESIGN_CONFIG=/design/flow/config.mk WORK_HOME=/design/flow/orfs finish
--- /design/flow/design.v ---
`timescale 1ns / 1ps
module clk #(parameter DVSR = 651) (
    input wire clk,reset,
    output reg tick
    );
    reg [31:0]count;
    always@(posedge clk)
    if(reset)begin
        tick <= 0;
        count <= 0;
    end
    else if(count < DVSR)begin
            tick <= 0;
            count <= count + 1'b1;
        end
    else begin
            tick <= 1;
            count <= 0;
    end
endmodule
`timescale 1ns / 1ps
module uart #(parameter DVSR = 651,DATA_WIDTH = 8) (
    input wire clk,reset,
    input wire rx,send,
    input wire [DATA_WIDTH-1:0]tx_data_in,
    output wire [DATA_WIDTH-1:0]rx_data_out,
    output wire rx_done,tx_done,
    output wire rx_busy,tx_busy,
    output wire tx
    );
    wire s_tick;
    wire [DATA_WIDTH-1:0]rx_reg;
    clk #(.DVSR(DVSR)) CLK_div(
        .clk(clk),
        .reset(reset),
        .tick(s_tick)
    );
    uart_rx #(.DATA_WIDTH(DATA_WIDTH)) RX(
        .clk(clk),
        .reset(reset),
        .s_tick(s_tick),
        .rx(rx),
        .dout(rx_data_out),
        .rx_done(rx_done),
        .rx_busy(rx_busy)
    );
    uart_tx #(.DATA_WIDTH(DATA_WIDTH)) TX(
        .clk(clk),
        .reset(reset),
        .s_tick(s_tick),
        .din(tx_data_in),
        .tx_start(send),
        .tx(tx),
        .tx_done(tx_done),
        .tx_busy(tx_busy)
    );
endmodule
`timescale 1ns / 1ps
module uart_rx #(parameter DATA_WIDTH = 8)(
    input wire clk,reset,
    input wire rx,s_tick,
    output wire [DATA_WIDTH-1:0]dout,
    output reg rx_done,
    output rx_busy
    );
    localparam [1:0]
        idle = 2'b00,
        start = 2'b01,
        data = 2'b10,
        stop = 2'b11;
    reg [1:0]state,state_next;
    reg [3:0]s,s_next;
    reg [3:0]n,n_next;    
    reg [DATA_WIDTH-1:0]rx_reg,rx_next;
    reg rx_done_next;
    assign rx_busy = (state == idle)?1'b0:1'b1;
    always@(posedge clk)
    if(reset)begin
        state <= 0;
        s <= 0;
        n <= 0;
        rx_reg <= 0;
        rx_done <= 0;
    end
    else begin
        state <= state_next;
        s <= s_next;
        n <= n_next;
        rx_reg <= rx_next;
        rx_done <= rx_done_next;
    end
    always@(state or s_tick or rx)begin
        state_next = state;
        s_next = s;
        n_next = n;
        rx_next = rx_reg;
        rx_done_next = rx_done;
        case(state)
            idle:begin
                rx_done_next = 0;  
                if(~rx)begin
                    state_next = start;
                    s_next = 0;                
                end
            end
            start:begin
                if(s_tick)begin
                    s_next = s + 1'b1;
                    if(s == 4'd7)begin
                        state_next = data;
                        s_next = 0;
                        n_next = 0;
                    end
                end
            end
            data:begin
                if(s_tick)
                    if(s == 4'd15)begin
                        rx_next = {rx,rx_reg[7:1]};
                        s_next = 0;
                        if(n == DATA_WIDTH-1)
                            state_next = stop;
                        else
                            n_next = n + 1'b1;
                    end
                    else
                        s_next = s + 1;
            end
            stop:begin
                if(s_tick)
                    if(s == 15)begin
                        state_next = idle;
                        rx_done_next = 1'b1;
                    end
                    else
                        s_next = s + 1'b1;
            end
        endcase
    end
    assign dout = rx_done ? rx_reg : 8'b0;    
endmodule
`timescale 1ns / 1ps
module uart_tx #(parameter DATA_WIDTH = 8)(
    input wire clk,reset,s_tick,tx_start,
    input wire [DATA_WIDTH-1:0]din,
    output reg tx,
    output reg tx_done,
    output tx_busy
    );
    localparam [1:0]
        idle = 2'b00,
        start = 2'b01,
        data = 2'b10,
        stop = 2'b11;
    reg [1:0]state,state_next;
    reg [DATA_WIDTH-1:0]data_reg,data_next;
    reg tx_next,tx_done_next;
    reg [3:0]s,s_next;
    reg [3:0]n,n_next;    
    assign tx_busy = (state == idle)?1'b0:1'b1;
    always@(posedge clk)
    if(reset)begin
        state <= 0;
        tx <= 0;
        s <= 0;
        n <= 0;
        tx_done <= 0;
        data_reg <= 0;
    end
    else begin
        state <= state_next;
        tx <= tx_next;
        s <= s_next;
        n <= n_next;
        tx_done <= tx_done_next;
        data_reg <= data_next;
    end
    always@(state or s_tick or tx_start)begin
        state_next = state;
        tx_next = tx;
        s_next = s;
        n_next = n;
        tx_done_next = tx_done;
        data_next = data_reg;
        case(state)
            idle:begin
                tx_done_next = 0;
                if(tx_start)begin
                    data_next= din;
                    s_next = 0;
                    state_next = start;                    
                end
            end
            start:begin
                tx_next = 0;
                if(s_tick)
                    if(s == 4'd15)begin
                        state_next = data;
                        s_next = 0;
                        n_next = 0;
                    end
                    else
                        s_next = s + 1'b1;
            end
            data:begin
                tx_next = data_reg[0];
                if(s_tick)
                    if(s == 4'd15)begin
                        data_next = data_reg >>1;
                        s_next = 0;
                        if(n == DATA_WIDTH-1)begin
                            state_next = stop;
                            n_next = 0;
                        end
                        else
                            n_next = n + 1'b1;                      
                    end
                    else
                        s_next = s + 1'b1;
            end
            stop:begin
                tx_next = 1'b1; 
                if(s_tick)
                    if(s == 15)begin                        
                        tx_done_next = 1'b1;
                        state_next = idle;
                    end
                    else
                        s_next = s + 1'b1;
            end
        endcase
    end
endmodule
==> results.toml <==
# implementation run metrics
[setup_path]
setup.worst_path.end_class = "flop"
timing_worst_setup_path_type = "in2reg"
critPathArrivalTime_ps = 2580
category_of_the_worst_setup_path_launch_point = "input pin"
critical_path_peak_fanout = 15
timing.critical_path.required_ps = 3970
ff2ff_path_depth = 5

[global_routing]
grt_start_max_net_pins = 23
globalRouteOverflowTotal = 0
track_usage_pct = 10.9
antenna_found_initial = 0
grt_pass1_wl_um = 9180
grt_pass1_vias = 2021

[placed_design]
place.detailed.hpwl_um = 3550
final_weighted_congestion_in_routability_driven_placement = 0.774
port_buffers = 24

[cts]
ctsRootBufferMaster = "sky130_fd_sc_hd__clkbuf_8"
cts_resized = 0
clock_insertion_delay_worst_skew_ps = 350
cts_tree = "done"
postCtsHoldBufs = 0
cts_inserted_buffers = 9
cts_num_sinks = 76
cts_buffer_depth = 2
worst_setup_hold_path_clk_slew_ps = 90
cts.repair_timing.setup_buffer_count = 0
h-tree-depth = 3

[floorplan]
fp-row-count = 36
die_height_um = 103
ioPinCount = 25
chipArea_mm2 = 0.0107
initial_core_utilization_pct = 31.2
die_w_um = 103
coreArea_mm2 = 0.00986

[timing]
setup_tns_ps = 0
final-setup-viol-count = 0
max_freq_mhz = 434
final_max_slew_violation_tally = 0
skew_ps = 7.47
relSlewSlack_pct = 41.6
worst_pin_slew_ps = 876
hold_viol = 0
grt_setup_unrepaired = "false"
finalCritPeriodShare_pct = 62.2
min_period_ps = 2300

[layout]
final.fill_count = 950
multiInputGateArea_mm2 = 0.00153
ff_latch_area_mm2 = 0.00152
synthToLayoutAreaGrowth_pct = 20.0
layout.cells.most_common_list = "sky130_fd_sc_hd__dfxtp_1 (76), sky130_fd_sc_hd__nor2_1 (40), sky130_fd_sc_hd__clkdlybuf4s50_1 (24), sky130_fd_sc_hd__conb_1 (22), sky130_fd_sc_hd__a21oi_1 (18)"
layout-drive-gt1-share_pct = 7.86
layout_top_cell = "sky130_fd_sc_hd__dfxtp_1"
largest_reg_flops = 32

[synth]
ys.warnings.count = 3
async_reset_ff_share_pct = 0
synth-seq-area-share_pct = 49.4
post_synth_tally_of_flip_flops_with_integrated_enable = 0
synth_stat.cells = 323
synth_top_flop_cell = "sky130_fd_sc_hd__dfxtp_1"
ys_seq_elements = 76
synth.yosys.chip_area_mm2 = 0.00308
count_of_distinct_cell_types_in_the_synthesized_netlist = 56
synthesis.instances = 323
syn-cell-area_mm2 = 0.00308
syn-mean-instance-area_um2 = 9.53

[worst_hold_path]
hold_path.class = "reg2reg"
worstHoldPathCells = 2

[drt]
route.antenna.remaining_nets = 0
finalWirelength_um = 5300
route.detailed.drc = 0
route.detailed.vias_per_inst = 4.58
drt-pass1-iter-count = 4
via_count = 2297
drt_iter0_markers = 108
insertedDiodeCount = 0
avgRoutedWirePerCell_um = 10.6

[power_and_ir_drop]
static-leakage-power_nw = 1.35
sw_ratio_pct = 26.6
power.share.combinational_pct = 6.3
register_share_of_total_power_pct = 54.9
power_report.internal_total_mw = 1.16
pwr-share-clk_pct = 38.9
power-per-cell-area_mw_per_mm2 = 430
ir_worst_vdd_v = 0.000178
p_sw_mw = 0.422
finalPower_mw = 1.59

[run_status]
result_of_the_run = "complete, no violations"

[job]
tool_warnings = 25
timing.max_cap.violations = 0
## power by group through the flow
stage	logic, mW	registers [mW]	clock network (mW)
4_1_cts	0.100	0.870	0.643
5_1_grt	0.113	0.875	0.680
6_report	0.0993	0.870	0.616
## synth_stat cells, types with 2 or more instances
| master | count | share of area (%) |
|---|---|---|
| sky130_fd_sc_hd__a211oi_2 | 3 | 1.2 |
| sky130_fd_sc_hd__nor2b_1 | 5 | 1.0 |
| sky130_fd_sc_hd__ha_1 | 5 | 2.0 |
| sky130_fd_sc_hd__nand2_1 | 16 | 2.0 |
| sky130_fd_sc_hd__dfxtp_1 | 76 | 49 |
| sky130_fd_sc_hd__or3_1 | 3 | 0.61 |
| sky130_fd_sc_hd__a211oi_1 | 8 | 2.0 |
| sky130_fd_sc_hd__nor3_1 | 6 | 0.98 |
| sky130_fd_sc_hd__o21ai_1 | 3 | 0.49 |
| sky130_fd_sc_hd__a2bb2oi_1 | 2 | 0.57 |
| sky130_fd_sc_hd__and4_1 | 2 | 0.57 |
| sky130_fd_sc_hd__o31ai_1 | 2 | 0.49 |
| sky130_fd_sc_hd__o22ai_1 | 2 | 0.41 |
| sky130_fd_sc_hd__a21oi_1 | 18 | 2.9 |
| sky130_fd_sc_hd__nand3_1 | 14 | 2.3 |
| sky130_fd_sc_hd__nand4_1 | 8 | 1.6 |
| sky130_fd_sc_hd__nand3b_1 | 3 | 0.73 |
| sky130_fd_sc_hd__and2_1 | 8 | 1.6 |
| sky130_fd_sc_hd__and3_1 | 4 | 0.81 |
| sky130_fd_sc_hd__or4_1 | 4 | 0.98 |
| sky130_fd_sc_hd__clkbuf_1 | 11 | 1.3 |
| sky130_fd_sc_hd__xnor2_1 | 2 | 0.57 |
| sky130_fd_sc_hd__nor4_1 | 6 | 1.2 |
| sky130_fd_sc_hd__buf_2 | 2 | 0.33 |
| sky130_fd_sc_hd__mux2i_1 | 15 | 4.9 |
| sky130_fd_sc_hd__nand4b_1 | 2 | 0.57 |
| sky130_fd_sc_hd__a22oi_1 | 2 | 0.49 |
| sky130_fd_sc_hd__xor2_1 | 9 | 2.6 |
| sky130_fd_sc_hd__o21ai_0 | 8 | 1.3 |
| sky130_fd_sc_hd__nand2b_1 | 2 | 0.41 |
| sky130_fd_sc_hd__nor2_1 | 40 | 4.9 |
| sky130_fd_sc_hd__inv_1 | 8 | 0.98 |
## per-stage QoR
step / setup WS (ps) / instance area [µm²] / std cells / utilization (%) / hold slack, ps
after floorplan: 1990 / 3160 / 344 / - / 431
after global placement: 1120 / 3500 / 486 / 35.5 / 454
after detailed placement: 1030 / 3500 / 486 / 35.5 / 459
after CTS: 1410 / 3690 / 502 / 37.4 / 474
after global routing: 1240 / 3690 / 502 / 37.4 / 496
final: 1400 / 3690 / 502 / 37.4 / 471
## critical path: stages
cell	delay, ps
sky130_fd_sc_hd__clkdlybuf4s50_1	480
sky130_fd_sc_hd__nor2b_1	170
sky130_fd_sc_hd__a2111oi_4	850
sky130_fd_sc_hd__nor2_1	110
sky130_fd_sc_hd__a211oi_2	220
## cell type report
type | instances | share of cell area, %
Timing Repair Buffer | 25 | 6.71
Multi-Input combinational cell | 244 | 41.5
Sequential cell | 76 | 41.2
Tap cell | 133 | 4.51
Clock buffer | 9 | 3.35
Inverter | 8 | 0.813
Clock inverter | 7 | 1.93
## logic make-up after synthesis
kind of cell / after synthesis / share of synthesized area [%]
AND/OR/NAND/NOR: 131 / 23.0
multiplexers: 15 / 4.88
adder cells (fa/ha/maj): 5 / 2.03
flip-flops: 76 / 49.4
buffers and inverters: 24 / 3.37
other: 1 / 0.122
AND-OR/OR-AND: 60 / 14.0
XOR/XNOR: 11 / 3.13
## final timing paths
kind	startpoint	slack [ps]	end
hold reg to reg	TX.tx	470	TX.tx
setup reg to reg	TX.s[0]	1570	TX.data_reg[5]
hold / removal	TX.tx	470	TX.tx
setup / recovery	send	1400	TX.data_reg[5]
## per-layer routing
| metal | up-vias | routed length [µm] | track usage, % |
|---|---|---|---|
| li1 | 1225 | - | - |
| met1 | 1032 | 2810 | 16.5 |
| met2 | 34 | 2220 | 16.8 |
| met3 | 6 | 211 | 2.87 |
| met4 | 0 | 55 | 0.975 |
| met5 | - | 0 | 0 |
No activity file was given, so power comes from the tool's default toggle rates.
