File: flow/run.sh
#!/bin/bash
# OpenROAD 26Q1-2900-gdf79404cd8, Yosys 0.63+post, stock flow scripts
make -C /OpenROAD-flow-scripts/flow DESIGN_CONFIG=/design/flow/config.mk WORK_HOME=/design/flow/orfs finish
File: flow/config.mk
export PLATFORM = sky130hd
export DESIGN_NAME = vga
export DESIGN_NICKNAME = vga
export VERILOG_FILES = /design/flow/design.v
export SDC_FILE = /design/flow/constraint.sdc
export NUM_CORES = 4
export LEC_CHECK = 1
export CORE_AREA = 10 10 113 113
export DIE_AREA = 0 0 123 123
File: flow/constraint.sdc
current_design vga

set clk_period 3.3
set clk_io_pct 0.2

create_clock -name clk0 -period $clk_period [get_ports {pclk}]

set non_clock_inputs [all_inputs -no_clocks]
set_input_delay [expr $clk_period * $clk_io_pct] -clock clk0 $non_clock_inputs
set_output_delay [expr $clk_period * $clk_io_pct] -clock clk0 [all_outputs]
File: flow/design.v
`timescale 1ns / 1ps
module vga #(
    parameter [1:0] TYPE = 0       
 )
 (
    input wire pclk,reset,
    output wire hsync,vsync,valid,
    output wire [10:0]h_cnt,
    output wire [9:0]v_cnt
    );
    reg [10:0]pixel_cnt;
    reg [10:0]line_cnt;
    reg hsync_i,vsync_i,hactive,vactive, hsync_default, vsync_default;
    integer HD, HF, HA, HB, HT, VD, VF, VA, VB, VT;
    always @(TYPE)
    case(TYPE)
      2'b00  : begin
                  HD = 640;
                  HF = 16;
                  HA = 96;
                  HB = 48;
                  HT = 800;  
                  VD = 480;
                  VF = 10;
                  VA = 2;
                  VB = 33;
                  VT = 525;
                  hsync_default = 1'b1;
                  vsync_default = 1'b1;
             end
      2'b01  : begin
                  HD = 800;
                  HF = 40;
                  HA = 128;
                  HB = 88;
                  HT = 1056;
                  VD = 600;
                  VF = 1;
                  VA = 4;
                  VB = 23;
                  VT = 628;
                  hsync_default = 1'b0;
                  vsync_default = 1'b0;
             end
      2'b10  : begin
                  HD = 1024;
                  HF = 24;
                  HA = 136;
                  HB = 160;
                  HT = 1344;
                  VD = 768;
                  VF = 3;
                  VA = 6;
                  VB = 29;
                  VT = 806;
                  hsync_default = 1'b1;
                  vsync_default = 1'b1;
             end
      2'b11  : begin
                  HD = 1280;
                  HF = 48;
                  HA = 112;
                  HB = 248;
                  HT = 1688;
                  VD = 1024;
                  VF = 1;
                  VA = 3;
                  VB = 38;
                  VT = 1066;
                  hsync_default = 1'b0;
                  vsync_default = 1'b0;
             end
      default: begin
                  HD = 640;
                  HF = 16;
                  HA = 96;
                  HB = 48;
                  HT = 800;
                  VD = 480;
                  VF = 10;
                  VA = 2;
                  VB = 33;
                  VT = 525;      
                  hsync_default = 1'b1;
                  vsync_default = 1'b1;       
              end
    endcase
    always@(posedge pclk)
        if(reset)
            pixel_cnt <= 0;
        else if(pixel_cnt < (HT - 1))
                pixel_cnt <= pixel_cnt + 1;
             else
                pixel_cnt <= 0;
    always@(posedge pclk)
        if(reset)
            hsync_i <= hsync_default;
        else if((pixel_cnt >= (HD + HF - 1))&&(pixel_cnt < (HD + HF + HA - 1)))
                hsync_i <= ~hsync_default;
            else
                hsync_i <= hsync_default; 
    always@(posedge pclk)
        if(reset)
            line_cnt <= 0;
        else if(pixel_cnt == (HT -1))
                if(line_cnt < (VT - 1))
                    line_cnt <= line_cnt + 1;
                else
                    line_cnt <= 0;
    always@(posedge pclk)
        if(reset)
            vsync_i <= vsync_default; 
        else if((line_cnt >= (VD + VF - 1))&&(line_cnt < (VD + VF + VA - 1)))
            vsync_i <= ~vsync_default; 
        else
            vsync_i <= vsync_default; 
    assign hsync = hsync_i;
    assign vsync = vsync_i;
    assign valid = ((pixel_cnt < HD) && (line_cnt < VD));
    assign h_cnt = (pixel_cnt < HD) ? pixel_cnt:11'd0;
    assign v_cnt = (line_cnt < VD) ? line_cnt[9:0]:10'd0;
endmodule
==> results_slide.txt <==
Implementation Results

Routing
  – Iteration count of the initial detailed-routing pass: 4
  – Number of vias after detailed routing: 1065
  – Detailed-route vias per instance: 3.480
  – Drc violations: 0
  – Wire length per cell after detailed routing: 10.52 µm
  – Number of diodes added for antenna fixing: 0
  – Count of antenna-violating nets left after detailed routing: 0
  – Routed WL: 3219 µm
  – Number of DRC violations after detailed-routing iteration 0: 38

GRT
  – All-layer global routing usage: 4.066%
  – Remaining Overflow, GRT: 0
  – Antenna violations before repair: 0
  – First-pass GRT wire length: 5037 µm
  – Number of global-route vias before repair: 947
  – Largest net degree at the start of global routing: 13

Timing
  – Headroom to the max-slew limit: 50.55%
  – Number of failing setup endpoints in the final timing report: 0
  – Clock Skew: 1.172 ps
  – Final count of hold timing violations: 0
  – RSZ-0062 raised after global routing: no
  – Final clock period utilization by the worst path: 82.46%
  – Total negative setup slack: 0 ps
  – Actual transition at the worst max-transition pin: 736.8 ps
  – Shortest period the worst path allows: 2721 ps
  – Highest clock rate: 367.5 MHz
  – Number of max-slew violations in the final report: 0

Clock tree
  – Root buffer cell: sky130_fd_sc_hd__clkbuf_8
  – CTS sink cnt: 24
  – Worst-Skew Late Latency: 260 ps
  – Total clock buffers created by CTS: 3
  – TritonCTS clock tree: built
  – Number of levels the H-tree was split into: 1
  – Hold buffer count at CTS: 0
  – Clk pin slew, worst setup/hold paths: 80 ps
  – CTS max path bufs: 2
  – Post_cts resized: 0
  – Post-CTS repair timing setup buffer count: 0

Flow run
  – Number of warnings in the stage logs: 26
  – Max-cap violation count: 0

Setup path
  – Kind of capture point of the worst setup path: output pin
  – Setup crit start kind: flip-flop
  – Critical Setup Path Class: flip-flop to output pin
  – Crit-path max FO: 8
  – Required time at the endpoint of the critical path: 2640 ps
  – Ordered cell list for the critical path: and2_1 > and3_1 > nor2_1 > and2_1 > clkdlybuf4s50_1
  – Crit-path slowest cell: sky130_fd_sc_hd__clkdlybuf4s50_1
  – Data arrival, critical path: 2060 ps
  – Dominant cell type by count on the critical path: sky130_fd_sc_hd__and2_1
  – Cell count of the worst reg-to-reg path: 4
  – Critical path's largest stage delay: 500 ps

Die
  – Horizontal die size: 123 µm
  – Initial standard-cell utilization of the core: 12.96%
  – Die Y: 123 µm
  – Number of top-level design ports: 26
  – Area enclosed by the die boundary: 15130 µm²
  – Standard-cell rows: 37
  – Core region area: 10320 µm²

Place
  – Detailed Place HPWL: 2440 µm
  – Instance count after placement with tap cells included: 303
  – Final GP Congestion: 0.7831
  – Number of input and output port buffers inserted: 23

Pwr
  – Leakage: 0.5866 nW
  – Maximum vdd drop: 119.5 µV
  – Pwr Density: 276.2 nW/µm²

Layout
  – Relative area change from synthesis to final layout: 29.00%
  – Core occupancy in the finished layout: 16.71%
  – Ratio of cells with drive above 1 in the final layout: 5.882%
  – Number of non-filler instances in the completed layout: 306
  – Fill cells: 1125
  – Commonest cells after routing, fill and taps aside: 24 x sky130_fd_sc_hd__nor2_1, 24 x sky130_fd_sc_hd__dfxtp_1, 23 x sky130_fd_sc_hd__clkdlybuf4s50_1, 18 x sky130_fd_sc_hd__and2_1, 8 x sky130_fd_sc_hd__nand3_1

Synth
  – Cells in synth_stat.txt: 151
  – Post-synthesis instance total: 151
  – Count of distinct cell types in the synthesized netlist: 40
  – Most used flip-flop cell: sky130_fd_sc_hd__dfxtp_1
  – Syn_area_per_cell: 8.858 µm²
  – Post-synthesis instance area: 1338 µm²
  – Share of async-settable or async-resettable flops after synthesis: 0%
  – Count of warnings emitted by yosys: 1
  – Flip-flop and latch count after synthesis: 24
  – Yosys-reported design area after synthesis: 1338 µm²
  – Number of flops mapped to enable cells by yosys: 0
  – Post-synth seq share: 35.92%

Outcome
  – Status: finished clean

Min path
  – Cells on Worst Hold Path: 1
  – Worst min-delay path category: flip-flop to flip-flop
layer usage:
metal	GRT usage [%]	up-vias	share of wire, %
li1	-	564	-
met1	6.809	471	57
met2	4.752	28	35
met3	1.665	2	7.8
met4	0.2183	0	0.28
met5	0	-	0
kinds of logic after synthesis:
| group | after synthesis | share of synthesized area (%) |
|---|---|---|
| flip-flops | 24 | 35.92 |
| other | 1 | 0.2804 |
| AND-OR/OR-AND | 13 | 7.016 |
| adder cells (fa/ha/maj) | 3 | 2.807 |
| multiplexers | 2 | 1.590 |
| XOR/XNOR | 13 | 8.513 |
| buffers and inverters | 12 | 5.425 |
| AND/OR/NAND/NOR | 83 | 38.45 |
worst max-delay path, delay by kind of cell (launching register included):
family	cells	cell delay [ps]
simple gates	4	950
flops	1	350
buf+inv	1	500
final cells by class:
cell class / instances / area [µm²] / area share, %
flip-flops and latches: 24 / 480.5 / 27.85
clock buffers: 3 / 41.29 / 2.393
inverters: 3 / 11.26 / 0.6526
well taps: 136 / 170.2 / 9.862
multi-input cells: 117 / 792.0 / 45.90
repair buffers: 23 / 230.2 / 13.34
where the power goes:
| part | switching (mW) | total (mW) | leakage (nW) | internal, mW |
|---|---|---|---|---|
| sequential | 0.00227 | 0.293 | 0.194 | 0.291 |
| clock | 0.0877 | 0.169 | 0.0216 | 0.0815 |
| combinational | 0.00817 | 0.0140 | 0.371 | 0.00584 |
through the flow:
step                      hold WS (ps)  area [µm²]  power (mW)  setup WS, ps
after global placement           458.8        1684      0.3146         880.3
after floorplan                  433.4        1345      0.3083          1527
after CTS                        477.0        1725      0.4801         578.3
final                            474.8        1725      0.4765         578.8
after global routing             523.6        1725      0.4923         445.3
after detailed placement         455.4        1684      0.3143         872.3
final timing paths:
path / from / slack, ps / end
max: line_cnt[7] / 580 / v_cnt[3]
min: pixel_cnt[0] / 470 / pixel_cnt[0]
max reg2reg: pixel_cnt[8] / 1200 / line_cnt[1]
min reg2reg: pixel_cnt[0] / 470 / pixel_cnt[0]
synthesized netlist by cell type (2+ instances only):
master                      instances  share of area [%]
sky130_fd_sc_hd__dfxtp_1           24                 36
sky130_fd_sc_hd__nor2_1            24                6.7
sky130_fd_sc_hd__and2_1            18                8.4
sky130_fd_sc_hd__nand3_1            8                3.0
sky130_fd_sc_hd__xnor2_1            7                4.6
sky130_fd_sc_hd__xor2_1             6                3.9
sky130_fd_sc_hd__nand2_1            5                1.4
sky130_fd_sc_hd__nor4_1             5                2.3
sky130_fd_sc_hd__buf_2              4                1.5
sky130_fd_sc_hd__a21oi_1            3                1.1
sky130_fd_sc_hd__ha_1               3                2.8
sky130_fd_sc_hd__inv_1              3               0.84
sky130_fd_sc_hd__nand4_1            3                1.4
sky130_fd_sc_hd__nand4bb_1          3                2.5
sky130_fd_sc_hd__nor4b_1            3                2.0
sky130_fd_sc_hd__a211oi_1           2                1.1
sky130_fd_sc_hd__and3_1             2               0.94
sky130_fd_sc_hd__and4_1             2                1.3
sky130_fd_sc_hd__buf_4              2                1.1
sky130_fd_sc_hd__buf_6              2                1.7
sky130_fd_sc_hd__nor3_1             2               0.75
sky130_fd_sc_hd__nor4_4             2                3.2
registers in the layout (all words and copies together) (netlist names):
signal and cells:
pixel_cnt 11, hsync_i 1, vsync_i 1, line_cnt 11
Power and IR drop assume default switching activity.
